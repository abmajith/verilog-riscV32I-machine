==> flow/design.v <==
module GPIO # (
  parameter NUM_GPIO_SETS = 4,
  parameter GPIO_WIDTH    = 8
) (
  input wire clk,
  input wire rst,
  input wire [$clog2(NUM_GPIO_SETS):0] addr,
  input wire [GPIO_WIDTH-1:0] wr_data,
  output reg [GPIO_WIDTH-1:0] rd_data
);
  reg [GPIO_WIDTH-1:0] gpio_status_data [0:(2*NUM_GPIO_SETS)-1];  
  initial begin
    for (integer i = 0; i < 2*NUM_GPIO_SETS; i=i+1) begin
      gpio_status_data[i] = 0;
    end
  end
  always @ (posedge clk) begin
    if (rst) begin
      gpio_status_data[addr] <= 0;
    end
  end
  always @ (posedge clk) begin
    if (~rst && !addr[0]) begin
      gpio_status_data[addr] <= wr_data;
    end
  end
  always @ (posedge clk) begin
    if (~rst && addr[0]) begin  
      gpio_status_data[addr] <= (( gpio_status_data[addr-1]  & wr_data) 
                                  | ( ~(gpio_status_data[addr-1]) & gpio_status_data[addr] ));
    end
  end
  always @ (posedge clk) begin
    if (~rst && addr[0]) begin  
      rd_data <= ( ~(gpio_status_data[addr-1]) & gpio_status_data[addr]);
    end
  end
endmodule
==> flow/run.sh <==
#!/bin/bash
# OpenROAD 26Q1-2900-gdf79404cd8, Yosys 0.63+post, stock flow scripts
make -C /OpenROAD-flow-scripts/flow DESIGN_CONFIG=/design/flow/config.mk WORK_HOME=/design/flow/orfs finish
==> flow/config.mk <==
export PLATFORM = sky130hd
export DESIGN_NAME = GPIO
export DESIGN_NICKNAME = GPIO
export VERILOG_FILES = /design/flow/design.v
export SDC_FILE = /design/flow/constraint.sdc
export NUM_CORES = 4
export LEC_CHECK = 1
export CORE_UTILIZATION = 40
==> flow/constraint.sdc <==
current_design GPIO

set clk_period 5.5
set clk_io_pct 0.2

create_clock -name clk0 -period $clk_period [get_ports {clk}]

set non_clock_inputs [all_inputs -no_clocks]
set_input_delay [expr $clk_period * $clk_io_pct] -clock clk0 $non_clock_inputs
set_output_delay [expr $clk_period * $clk_io_pct] -clock clk0 [all_outputs]
==> out/results.ini <==
[sta]
slew_viol_final = 0
slew_headroom = 0.361
worst_pin_slew_ns = 0.951
fin_ws_ns = 1.66
max_freq_mhz = 261
report.final.setup_viol = 0
rsz0062_at_grt = no
fin_tns_setup_ns = 0
clock_skew_ns = 0.0118
fin_crit_sh = 0.698
hold_violations = 0
period_minus_slack_ns = 3.84

[grt]
grt_pass1_wl_mm = 11.7
grt_max_degree = 43
grt_use_total = 0.192
antenna_found_initial = 0
grt_pass1_vias = 2144
grt-ovfl-total = 0

[critical_path]
start_kind = primary input
worst_r2r_path_depth = 4
worstPathArrival_ns = 3.90
critPathMaxStageDelay_ns = 0.90
worst_setup_path_end_kind = register
crit_path_top_delay_cell = clkdlybuf4s50_1
crit_chain = clkdlybuf4s50_1, xor2_2, buf_4, o21ai_0, o221ai_1, mux2i_1
crit_required_ns = 5.56
critPathKind = primary input to register
cp_max_fo = 13

[routing]
num_antenna_cells = 0
drt_iter0_drc = 77
drtPass1Iterations = 4
vias_per_cell = 5.85
route.antenna.remaining_nets = 0
wirelength_mm = 7.42
vias = 2049
avgRoutedWirePerCell_um = 21.2
post-route-drc-count = 0

[min_path]
hold_path_class = register to register
hold_depth = 2

[floorplanning]
fp_util = 0.422
dieArea_mm2 = 0.00923
rows = 33
die_x_um = 96.1
ios = 21
die_h_um = 96.1
coreArea_mm2 = 0.00838

[pwr]
power.total_w = 0.00119
power_density_mw_per_mm2 = 291
p_leak_nw = 1.40
peakVddDrop_v = 0.000105

[cts]
cts_made_buffers = 9
clkSinkCount = 72
post_cts_resized = 0
clk_path_buf_depth = 2
post_cts.repair.setup_buffers = 0
ctsHoldBuffers = 0
cts.reportedPaths.clkPinSlew_ns = 0.08
htree_levels = 3
insertion_delay_ns = 0.34
cts_root_buffer = clkbuf_8
tritoncts = yes

[cells_and_area]
utilization = 0.486
seq_area_mm2 = 0.00216
layout-drive-gt1-share = 0.224
nFillCells = 702
area_growth_pct = 15.0
combGateArea_mm2 = 0.00129

[placement]
routabilityCongestion = 0.893
pre_cts_slack_ns = 1.27
port_buffers = 20
dp_hpwl_mm = 5.11

[yosys]
syn_inst = 209
topCellsByArea = edfxtp_1 (61%), mux4_2 (14%), mux2i_1 (4.0%), mux4_1 (3.7%), a221o_1 (1.7%)
ys.flop_type = edfxtp_1
ys_seq_share = 0.611
synth_warnings = 1
syn_avg_cell_area_um2 = 16.9
ys_area_mm2 = 0.00354
edf_count = 72
synth_top_area_share = 0.611
synth.cell_area_mm2 = 0.00354
top_area_cell = edfxtp_1
ys_async_sr_fraction = 0
ys_types = 34
ys_ff = 72
ys_cells = 209

[status]
status = finished, final reports clean

[job]
tool_warnings = 25
drv_cap = 0

## critical path: cells and delay by family
| kind | cells | cell delay, ns |
|---|---|---|
| buffers and inverters | 2 | 1.21 |
| XOR/XNOR | 1 | 0.64 |
| multiplexers | 1 | 0.58 |
| AND-OR/OR-AND | 2 | 0.36 |
## cell families after synthesis
logic type	share of synthesized area
AND-OR/OR-AND	0.0710
XOR/XNOR	0.00459
adder cells (fa/ha/maj)	0.00353
buffers and inverters	0.0240
flip-flops	0.611
multiplexers	0.233
AND/OR/NAND/NOR	0.0537
## cells in the final DEF (no fill, tap or decap), drive strengths merged, types with 5 or more instances in the layout
cell,count
edfxtp,72
mux4,27
o21ai,5
clkdlybuf4s50,19
mux2i,14
mux2,5
clkinv,5
clkbuf,10
a21oi,7
nor2b,9
a221o,6
buf,14
a211oi,7
nor2,12
## worst paths after layout
kind / slack, ns / endpoint / startpoint
worst max-delay path: 1.66 / gpio_status_data[4][6] / addr[2]
worst min-delay path: 0.70 / rd_data[0] / gpio_status_data[5][0]
worst max register to register: 3.36 / gpio_status_data[5][7] / gpio_status_data[5][7]
worst min register to register: 0.70 / rd_data[0] / gpio_status_data[5][0]
## routing by layer
layer / vias up / track usage / wire (µm)
met4: 0 / 0.0460 / 190
met1: 999 / 0.246 / 2790
li1: 936 / - / -
met2: 97 / 0.307 / 3680
met5: - / 0 / 0
met3: 17 / 0.0964 / 760
## synthesized netlist by cell type, types with 2 or more instances
| cell | n |
|---|---|
| edfxtp_1 | 72 |
| nor2b_1 | 9 |
| o211a_1 | 2 |
| nor2_1 | 12 |
| o22ai_1 | 4 |
| nor3_1 | 4 |
| mux2i_1 | 14 |
| a21oi_1 | 7 |
| nand2_1 | 3 |
| o21ai_0 | 5 |
| a211oi_1 | 7 |
| clkbuf_1 | 5 |
| mux4_2 | 22 |
| a221o_1 | 6 |
| mux2_2 | 5 |
| buf_4 | 2 |
| buf_2 | 5 |
| or3_1 | 2 |
| mux4_1 | 5 |
| nand3b_1 | 2 |
| inv_1 | 3 |
## stage by stage
stage,cells,instance area [µm²],hold WS [ns]
finish,350,4070,0.702
detailed placement,334,3890,0.663
floorplan,209,3540,0.578
global route,350,4070,0.761
global placement,334,3890,0.658
CTS,350,4070,0.687
## layout make-up
cell class              instances  area share
well taps                     105      0.0323
multi-input cells             120       0.318
clock inverters                 6      0.0123
inverters                       4     0.00369
repair buffers                 33      0.0719
clock buffers                  10      0.0313
flip-flops and latches         72       0.531
## report_power, final
group | switching, W | internal, W
registers | 0.00000902 | 0.000635
logic | 0.0000785 | 0.0000769
clock network | 0.000183 | 0.000203
total | 0.000271 | 0.000915
## state kept, by name (all words and copies together) (netlist names)
name	flops
gpio_status_data	64
rd_data	8
